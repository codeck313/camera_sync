--- design/flow/design.v ---
module control_unit(
 input wire clk_in,
 input wire reset,
 input wire master_adc,
 input wire slave_adc,
 output reg [15:0] misalign,
 output reg ready);
  reg [15:0] cnt;
  reg cnt_en, cnt_reset;
  reg master_adc_prev, slave_adc_prev;
  wire master_adc_r, slave_adc_f;
  assign master_adc_r = master_adc > master_adc_prev;
  assign slave_adc_f = slave_adc < slave_adc_prev;
  always @(posedge clk_in)
    begin
      master_adc_prev <= master_adc;
      slave_adc_prev <= slave_adc;
    end
  always @(posedge clk_in)
    begin
      if (reset)
        begin
          { ready, cnt_en } <= 2'b00;
          misalign <= 0;
        end 
      else 
        begin
          if ((master_adc == 1'b0) && (slave_adc == 1'b1))
          { ready, cnt_reset } <= 2'b01;
          else
            cnt_reset <= 1'b0;
          if (master_adc_r && slave_adc_f)
            begin
              misalign <= 0;
              { ready, cnt_en } <= 2'b10;
            end
          else if ((master_adc_r && !slave_adc_f) || (!master_adc_r && slave_adc_f))
            begin
              { ready, cnt_en } <= 2'b01;
            end
          if ((cnt_en == 1'b1) && (master_adc_r || slave_adc_f))
            begin
              { ready, cnt_en } <= 2'b10;
              misalign <= master_adc_r ? (-(cnt>>1)) : (cnt>>1);
            end
        end
    end
  always @(posedge clk_in)  
    if ((cnt_reset) || (reset))
      cnt <= 0;
  else if (cnt_en)
    cnt <= cnt + 1;
endmodule
module slave_module(
  input wire rst_FSM,
  input wire pix_clk, 
  input wire end_adc, 
  inout wire feedback_master, 
  output reg rst_cam, 
  output reg sample_cam);
  reg [5:0] delay_counter;
  parameter us1_delay = 6'd4;  
  parameter us2_delay = 6'd8;  
  reg write;
  reg sample_eligible, sample_rcv;
  reg [1:0] sample_state;
  parameter wait_rst = 2'b00, send_sample = 2'b01, recv_adc = 2'b10;
  reg [1:0] integration_state;
  parameter send_rst = 2'b00, wait_8 = 2'b01, wait_high_sample = 2'b10, wait_low_sample = 2'b11;
  assign feedback_master = (write) ? 1'b0 : 1'bz;
  always @ (posedge pix_clk)
    begin
      if (rst_FSM)
        begin
          $display("verytime");
          write <= 0;
          sample_eligible <= 0;
          sample_rcv <= 0;
          delay_counter <= 0;
          sample_state <= wait_rst;
          sample_cam <= 0;
          integration_state <= send_rst;
          rst_cam <= 0;
        end 
      else 
        begin
          case(sample_state)
            wait_rst:
              begin
                if (sample_eligible && end_adc)
                  begin
                    sample_state <= send_sample;
                    sample_eligible <= 0;
                    write <= 1;
                  end
              end
            send_sample:
              begin
                if (delay_counter==us1_delay)
                  begin
                    sample_state <= recv_adc;
                    delay_counter <= 6'd0;
                    sample_cam <= 0;
                    sample_rcv<=0;
                  end
                else if (write == 1)
                  write <= 0;
                else if (!feedback_master||sample_rcv)
                  begin
                    sample_cam <= 1;
                    delay_counter <= delay_counter + 1;
                    sample_rcv<=1;
                  end
              end
            recv_adc:
              begin
                if(!end_adc)
                  sample_state <= wait_rst;
              end
            default: sample_state <= wait_rst;
          endcase  
        end
    end
  always @ (posedge pix_clk)
    begin
      if(!rst_FSM)
        begin
          case(integration_state)
            send_rst:
              begin
                if (delay_counter==us2_delay)
                  begin
                    integration_state <= wait_8;
                    delay_counter<= 6'd0;
                    rst_cam <= 0;
                  end
                else
                  begin
                    rst_cam <= 1;
                    delay_counter <= delay_counter + 1;
                  end
              end
            wait_8:
              begin
                if (delay_counter==8)
                  begin
                    integration_state <= wait_high_sample;
                    delay_counter <= 6'd0;
                    sample_eligible <= 1;
                  end
                else
                  begin
                    delay_counter <= delay_counter + 1;
                  end
              end
            wait_high_sample:
              begin
                if (sample_cam)
                  integration_state <= wait_low_sample;
              end
            wait_low_sample:
              begin
                if(!sample_cam)
                  begin
                    if (delay_counter==7)
                      begin
                        integration_state <= send_rst;
                        delay_counter <= 6'd0;
                      end
                    else
                      begin
                        delay_counter <= delay_counter + 1;
                      end
                  end
              end
            default: integration_state <= send_rst;
          endcase 
        end
    end
endmodule
module master_module(
  input wire rst_FSM,
  input wire pix_clk, 
  input wire end_adc, 
  input wire [7:0] mismatch_delay, 
  input wire ready, 
  inout wire control_slave, 
  output reg rst_cam, 
  output reg sample_cam,
  output reg rst_cu);
  reg [8:0] delay_counter;
  parameter us1_delay = 6'd4;  
  parameter us2_delay = 6'd8;  
  reg write;
  reg sample_eligible;
  reg [7:0] align_delay;
  reg first_cycle;
  reg [1:0] sample_state;
  parameter wait_rst = 2'b00, send_sample = 2'b01, recv_adc = 2'b10;
  reg [1:0] integration_state;
  parameter send_rst = 2'b00, wait_8 = 2'b01, wait_high_sample = 2'b10, wait_low_sample = 2'b11;
  assign control_slave = (write) ? 1'b0 : 1'bz;
  always @ (posedge pix_clk)
    begin
      if (rst_FSM)
        begin
          $display("verytime");
          write = 0;
          sample_eligible = 0;
          delay_counter= 8'd0;
          sample_state = wait_rst;
          sample_cam = 0;
          integration_state = send_rst;
          rst_cam = 0;
          rst_cu = 0;
          first_cycle = 1;
        end 
      else
        begin
          case(sample_state)
            wait_rst:
              begin
                if (sample_eligible && end_adc && (ready||first_cycle))
                  begin
                    sample_state <= send_sample;
                    sample_eligible <= 0;
                    align_delay <= first_cycle? 7'd0 : mismatch_delay;
                    rst_cu <= 1;
                    first_cycle <= 0;
                  end
              end
            send_sample:
              begin
                if (delay_counter == align_delay + 1)  
                  sample_cam <= 1;
                if (delay_counter==us1_delay + align_delay + 1)  
                  begin 
                    sample_state <= recv_adc;
                    delay_counter <= 6'd0;
                    sample_cam <= 0;
                  end
                else
                  begin
                    if (delay_counter >= us1_delay)
                      write <= 0;
                    else
                      write <= 1;
                    delay_counter <= delay_counter + 1;
                  end
              end
            recv_adc:
              begin
                if(!end_adc)
                  begin
                    sample_state <= wait_rst;
                    rst_cu <= 0;
                  end
              end
            default: sample_state <= wait_rst;
          endcase 
        end
    end
  always @ (posedge pix_clk)
    begin
      if (!rst_FSM)
        begin
          case(integration_state)
            send_rst:
              begin
                if (delay_counter==us2_delay)
                  begin
                    integration_state <= wait_8;
                    delay_counter<= 6'd0;
                    rst_cam <= 0;
                  end
                else
                  begin
                    rst_cam <= 1;
                    delay_counter <= delay_counter + 1;
                  end
              end
            wait_8:
              begin
                if (delay_counter==8)
                  begin
                    integration_state <= wait_high_sample;
                    delay_counter <= 6'd0;
                    sample_eligible <= 1;
                  end
                else
                  begin
                    delay_counter <= delay_counter + 1;
                  end
              end
            wait_high_sample:
              begin
                if (sample_cam)
                  integration_state <= wait_low_sample;
              end
            wait_low_sample:
              begin
                if(!sample_cam)
                  begin
                    if (delay_counter==7)
                      begin
                        integration_state <= send_rst;
                        delay_counter <= 6'd0;
                      end
                    else
                      begin
                        delay_counter <= delay_counter + 1;
                      end
                  end
              end
            default: integration_state <= send_rst;
          endcase 
        end
    end
endmodule
--- design/flow/run.sh ---
#!/bin/bash
# OpenROAD 26Q1-2900-gdf79404cd8, Yosys 0.63+post, stock flow scripts
make -C /OpenROAD-flow-scripts/flow DESIGN_CONFIG=/design/flow/config.mk WORK_HOME=/design/flow/orfs finish
--- design/flow/config.mk ---
export PLATFORM = sky130hd
export DESIGN_NAME = control_unit
export DESIGN_NICKNAME = control_unit
export VERILOG_FILES = /design/flow/design.v
export SDC_FILE = /design/flow/constraint.sdc
export NUM_CORES = 4
export LEC_CHECK = 1
export CORE_AREA = 10 10 105 105
export DIE_AREA = 0 0 115 115
--- design/flow/constraint.sdc ---
current_design control_unit

set clk_period 3.4
set clk_io_pct 0.2

create_clock -name clk0 -period $clk_period [get_ports {clk_in}]

set non_clock_inputs [all_inputs -no_clocks]
set_input_delay [expr $clk_period * $clk_io_pct] -clock clk0 $non_clock_inputs
set_output_delay [expr $clk_period * $clk_io_pct] -clock clk0 [all_outputs]
==> Flow_metrics.wiki <==
== Implementation results ==
{| class="wikitable"
! Metric !! Value
|-
| Outcome || completed
|-
| First-pass detailed-route iteration total || 6
|-
| Insertion delay to the later sink of the worst-skew pair || 0.28 ns
|-
| FMAX || 430 MHz
|-
| Series of cell instances along the critical path || clkdlybuf4s50_1 > nand2b_1 > buf_4 > inv_2 > ha_1 > nor3_4 > nand2_1 > o21ai_1
|-
| Crit Path Max Fanout || 17
|-
| Final Hold Violation Tally || 0
|-
| Standard-cell rows || 34
|-
| RSZ-0062 raised after global routing || false
|-
| Slowest cell delay on critical path || 0.55 ns
|-
| Actual transition at the worst max-transition pin || 0.637 ns
|-
| Maximum resistive drop on vdd || 0.000110 V
|-
| Leakage || 0.709 nW
|-
| Crit path DRT || 3.61 ns
|-
| Final worst hold slack || 0.445 ns
|-
| Number of warnings in the stage logs || 27
|-
| Buffer type at the clock tree root || sky130_fd_sc_hd__clkbuf_8
|-
| Flop and latch count out of synthesis || 37
|-
| Number of buffers created by CTS || 5
|-
| Post-CTS Setup Repair Bufs || 0
|-
| Number of logic stages on the critical path including buffering || 8
|-
| Init Core Util || 21.4%
|-
| CTS hold repair buffers || 0
|-
| Post-Syn Area per Cell || 9.11 µm²
|-
| Total placed instance area || 2130 µm²
|-
| Buffers on Ports || 20
|-
| Cells on Worst Hold Path || 2
|-
| Class of the most critical setup path || in2reg
|-
| Class of the tightest hold or removal check || reg2reg
|-
| Maximum clock insertion buffer count || 2
|-
| Buf/Inv on CP || 3
|-
| Cell area after layout || 2220 µm²
|-
| Clock tree from TritonCTS || built
|-
| # diodes || 0
|-
| Post-Route Skew || 0.00754 ns
|-
| Global router's overall resource usage || 5.45%
|-
| Die Wd || 115 µm
|-
| Total length of routed met2 wires || 1.49 mm
|-
| Combinational Area || 995 µm²
|-
| Sequential share of the synthesized area || 40.0%
|-
| I/O pin count || 21
|-
| Layout cells sized above 1 || 11.0%
|-
| Kind of end point of the critical path || flip-flop
|-
| Number of instances resized during post-cts repair || 0
|-
| Post-detailed-route wirelength per cell || 10.9 µm
|-
| Number of H-tree branching levels || 2
|-
| Total DRC errors in the routed layout || 0
|-
| DRT met1 WL || 1.79 mm
|-
| Number of global-route vias before repair || 1339
|-
| Largest net degree at the start of global routing || 18
|-
| Antenna-violating nets left || 0
|-
| Setup total negative slack || 0 ns
|-
| Global placer's final weighted congestion || 0.797
|-
| Dpl hpwl || 2.69 mm
|-
| Power density over the cells || 359 nW/µm²
|-
| Data arrival, critical path || 2.54 ns
|-
| Top layer in use || met4
|-
| Number of vias per cell after detailed routing || 4.20
|-
| Critical hold path startpoint || misalign[4]
|-
| Core box area || 8760 µm²
|-
| Overall via count from detail_route || 1374
|-
| Drt total wl || 3.58 mm
|-
| Total standard cell area after synthesis || 1880 µm²
|-
| Number of antenna violations at the first check in global routing || 0
|-
| Initial drt markers || 33
|-
| Height of the chip || 115 µm
|-
| Final worst-path cycle share || 68.5%
|-
| Cell count in the Yosys report || 206
|-
| Worst setup path startpoint || master_adc
|-
| Commonest cells after routing, fill and taps aside || sky130_fd_sc_hd__dfxtp_1, sky130_fd_sc_hd__xnor2_1, sky130_fd_sc_hd__nand2_1, sky130_fd_sc_hd__clkdlybuf4s50_1, sky130_fd_sc_hd__nor2_1
|-
| Cell with the largest stage delay on the worst path || sky130_fd_sc_hd__nor3_4
|-
| Reported max-cap violation count || 0
|-
| Congestion Overflow GR || 0
|-
| Post-Syn Instances || 206
|-
| Count of distinct cell types in the synthesized netlist || 40
|-
| Filler Cells Inserted || 941
|-
| Clock transition at the registers of the reported paths || 0.07 ns
|-
| Most frequent logic cell in the layout || sky130_fd_sc_hd__dfxtp_1
|-
| Endpoints failing setup || 0
|-
| Detailed-routed wire length on met3 || 229 µm
|-
| Area of the die || 13200 µm²
|-
| Worst Reg2Reg Path Length in Cells || 7
|-
| Slew HR || 57.6%
|-
| Final period demand of the worst path || 2.33 ns
|-
| Area used by sequential logic in the layout || 751 µm²
|-
| Yosys stat area || 1880 µm²
|-
| Final number of max-transition violations || 0
|-
| Startpoint kind of the worst setup timing path || input pin
|-
| Area Overhead vs Synth || 18.1%
|-
| Number of warnings reported in the yosys synthesis log || 3
|-
| Number of sinks on the clock net || 37
|-
| R2R Path Start || master_adc_prev
|-
| Dominant delay contributor by cell family on the critical path || simple AND/OR/NAND/NOR gates
|-
| Global-route wire length before repair || 6.22 mm
|}
==> cell families after synthesis <==
group | share of synthesized area (%)
AND/OR/NAND/NOR | 27.2
flip-flops | 40.0
AND-OR/OR-AND | 10.2
buffers and inverters | 7.00
XOR/XNOR | 11.2
adder cells (fa/ha/maj) | 3.33
multiplexers | 1.07
==> tightest hold or removal path, cell delays in order (launching register included) <==
cell and delay, ns:
sky130_fd_sc_hd__dfxtp_1 0.31, sky130_fd_sc_hd__nand2_1 0.05, sky130_fd_sc_hd__o21ai_1 0.05
==> area by class of cell <==
type / count / area share (%)
well taps: 108 / 6.10
repair buffers: 21 / 9.37
multi-input cells: 143 / 44.9
inverters: 10 / 1.69
clock buffers: 8 / 4.07
flip-flops and latches: 37 / 33.9
==> sequential cells by signal (all words and copies together) (netlist names) <==
signal and count:
master_adc_prev 1, cnt 16, ready 1, slave_adc_prev 1
cnt_reset 1, cnt_en 1, misalign 16
==> synthesized netlist by cell type, drive strengths merged <==
| cell type | number | area share (%) |
|---|---|---|
| a21o | 1 | 0.40 |
| nand2 | 20 | 4.0 |
| buf | 11 | 4.0 |
| edfxtp | 1 | 1.6 |
| nand4 | 6 | 3.6 |
| a31oi | 4 | 1.3 |
| nor2b | 2 | 0.67 |
| or3b | 1 | 0.47 |
| and2 | 1 | 0.33 |
| o21a | 1 | 0.40 |
| or3 | 2 | 0.67 |
| a41oi | 2 | 0.93 |
| dfxtp | 36 | 38 |
| xor2 | 3 | 1.4 |
| o31ai | 2 | 0.80 |
| a21oi | 6 | 1.6 |
| nand3 | 3 | 1.1 |
| or2 | 1 | 0.33 |
| ha | 5 | 3.3 |
| o21ai | 16 | 4.3 |
| clkbuf | 5 | 1.0 |
| nor3 | 7 | 2.5 |
| nor3b | 4 | 1.9 |
| nand2b | 2 | 0.67 |
| inv | 10 | 2.0 |
| xnor2 | 21 | 9.8 |
| nor4 | 8 | 6.3 |
| mux2i | 2 | 1.1 |
| a32oi | 1 | 0.47 |
| nor2 | 22 | 4.8 |
==> power breakdown <==
part / leakage (nW) / internal (mW) / switching, mW
registers: 0.301 / 0.440 / 0.00557
clock network: 0.0455 / 0.165 / 0.145
logic: 0.363 / 0.0156 / 0.0233
total: 0.709 / 0.621 / 0.174
==> metal layers <==
metal,GRT usage (%),vias up
met5,0,-
met4,0.908,0
met3,1.69,6
met2,8.48,21
met1,7.41,632
li1,-,715
==> worst paths after layout <==
check,end,slack [ns]
max,misalign[6],1.07
min,misalign[4],0.44
max reg2reg,misalign[6],1.61
min reg2reg,misalign[4],0.44
==> through the flow <==
| step | setup WS, ns | std cells | total power, mW | utilization, % |
|---|---|---|---|---|
| finish | 1.07 | 327 | 0.795 | 25.3 |
| global route | 0.878 | 327 | 0.830 | 25.3 |
| CTS | 1.04 | 327 | 0.808 | 25.3 |
| detailed placement | 0.744 | 319 | 0.496 | 24.3 |
| global placement | 0.824 | 319 | 0.495 | 24.3 |
| floorplan | 1.29 | 206 | 0.484 | - |
Power is estimated from default activity; no workload was simulated.
